## design/flow/run.sh

```bash
#!/bin/bash
# OpenROAD 26Q1-2900-gdf79404cd8, Yosys 0.63+post, stock flow scripts
make -C /OpenROAD-flow-scripts/flow DESIGN_CONFIG=/design/flow/config.mk WORK_HOME=/design/flow/orfs finish
```

## design/flow/config.mk

```make
export PLATFORM = sky130hd
export DESIGN_NAME = top_debouncer
export DESIGN_NICKNAME = top_debouncer
export VERILOG_FILES = /design/flow/design.v
export SDC_FILE = /design/flow/constraint.sdc
export NUM_CORES = 4
export LEC_CHECK = 1
export CORE_AREA = 10 10 101 101
export DIE_AREA = 0 0 111 111
```

## design/flow/constraint.sdc

```tcl
current_design top_debouncer

set clk_period 3.2
set clk_io_pct 0.2

create_clock -name clk0 -period $clk_period [get_ports {clk}]

set non_clock_inputs [all_inputs -no_clocks]
set_input_delay [expr $clk_period * $clk_io_pct] -clock clk0 $non_clock_inputs
set_output_delay [expr $clk_period * $clk_io_pct] -clock clk0 [all_outputs]
```

## design/flow/design.v

```verilog
`timescale 1ns / 1ps
module debouncer #(
    parameter integer STABLE_COUNT = 1_000_000
)(
    input  wire clk,     
    input  wire btn,     
    output reg  led = 1'b0 
);
    reg s0, s1;
    always @(posedge clk) begin
        s0 <= btn;
        s1 <= s0;
    end
    reg [19:0] count = 20'd0;   
    always @(posedge clk) begin
        if (s1 == led) begin
            count <= 20'd0;                 
        end else begin
            if (count == STABLE_COUNT-1) begin
                led   <= s1;                
                count <= 20'd0;
            end else begin
                count <= count + 1'b1;
            end
        end
    end
endmodule
`timescale 1ns / 1ps
module top_debouncer (
    input  wire clk,   
    input  wire btnC,   
    output wire [0:0]Q    
);
    wire clean;
    debouncer u_db (.clk(clk), .btn(btnC), .led(clean));
    assign Q[0] = clean;
endmodule
```

==> flow_summary_export.csv <==
group,metric,value,unit
timing,tns,0,ns
detailed_routing,first_iter_violations,46,
worst_setup_path,path_cells,"and4_1 -> nand2_2 -> o41ai_4 -> buf_4 -> a21oi_1",
worst_setup_path,critPathSlowestCell,"o41ai_4",
yosys,syn_area_per_cell,9.576,um^2
clock_tree,cts-resized-gates,0,
yosys,yosysSeqAreaShare,47.24,%
place,port_buffers,2,
yosys,synth_cell_types,28,
worst_setup_path,r2r_slack,1.17,ns
floorplan,die_y,111,um
yosys,ys_warn_count,1,
floorplan,die-area,12320,um^2
timing,finalSetupViolCount,0,
timing,worst_hold_slack,0.3304,ns
worst_setup_path,r2r_start,"u_db.count[2]",
place,place_congestion,0.7824,
timing,rsz0062_at_grt,"false",
clock_tree,clock_path_buffers,2,
detailed_routing,dr.pass1.iters,4,
detailed_routing,vias,736,
global_route,grt_use_total,2.706,%
clock_tree,cts_setup_buffers,0,
global_route,antenna_found_initial,0,
worst_setup_path,r2r_cells,5,
global_route,grt_pass1_vias,654,
timing,hold_viol,0,
clock_tree,clock-sinks,23,
timing,max_freq,491.9,MHz
run,maxCapViolations,0,
hold_path,min_path_cells,0,
final_layout,drive_above_1_share,7.407,%
timing,max-slew-margin-rel,59.87,%
global_route,grt-ovfl-total,0,
detailed_routing,avgViaCountPerCell,3.455,
timing,drv_slew,0,
global_route,grt_first_pass_wirelength,3008,um
clock_tree,cts_hold_buffers,0,
run,warnings,25,
floorplan,die_w,111,um
power_and_ir_drop,peakVddDrop,0.2001,mV
final_layout,layout_top_cell,"dfxtp_1",
hold_path,hold_path.class,"flip-flop to flip-flop",
floorplan,core_area,8134,um^2
detailed_routing,num_antenna_cells,0,
floorplan,ios,3,
worst_setup_path,worstPathRequired,3.35,ns
final_layout,syn_to_final_growth,18.22,%
worst_setup_path,startpoint_type,"flip-flop",
clock_tree,htree_levels,1,
timing,skew,0.003396,ns
detailed_routing,drc,0,
place,placed_area,1132,um^2
yosys,ys_cells,104,
global_route,grt_max_degree,13,
timing,period_minus_slack,2.033,ns
worst_setup_path,end_kind,"flip-flop",
detailed_routing,ant_nets,0,
final_layout,fin_area,1177,um^2
place,dp_hpwl,1181,um
power_and_ir_drop,power,0.4833,mW
floorplan,num_rows,33,
yosys,synth_flops,23,
clock_tree,clk_latency,0.26,ns
detailed_routing,wirelength,1716,um
clock_tree,cts_tree,"done",
worst_setup_path,max_stage_delay,0.65,ns
power_and_ir_drop,pwr_density_cell,410.5,nW/um^2
yosys,syn_area,996.0,um^2
worst_setup_path,regToRegEndpoint,"u_db.count[13]",
yosys,async_flop_share,0,%
yosys,edf_count,1,
worst_setup_path,worstPathArrival,2.18,ns
timing,worst_pin_slew,0.5998,ns
detailed_routing,drt-wirelength-per-cell,8.056,um
timing,finalCritPeriodShare,63.53,%
worst_setup_path,crit_fanout,10,
clock_tree,clk_pin_slew,0.08,ns
status,status,"complete, no violations",
hold_path,worstHoldStart,"u_db.s0",
worst_setup_path,critPathKind,"flip-flop to flip-flop",
floorplan,fp_util,12.24,%
clock_tree,ctsRootBufferMaster,"clkbuf_8",
yosys,syn_inst,104,
yosys,flop_cell,"dfxtp_1",
clock_tree,numCtsBuffers,3,
final_layout,lay_top_cells,"22 x dfxtp_1, 13 x nor2_1, 10 x xor2_1, 7 x a21oi_1",
power_and_ir_drop,power_leakage,0.3747,nW
yosys,ys_chip_area,996.0,um^2
hold_path,min_to,"u_db.s1",
## sequential cells by signal, indices dropped and copies added, names as in the netlist
register / count
u_db.count: 20
u_db.led: 1
u_db.s0: 1
u_db.s1: 1
## kinds of logic after synthesis
| family | synth area share, % |
|---|---|
| AND-OR/OR-AND | 10.55 |
| XOR/XNOR | 10.55 |
| adder cells (fa/ha/maj) | 1.256 |
| buffers and inverters | 3.015 |
| flip-flops | 47.24 |
| AND/OR/NAND/NOR | 27.39 |
## worst max-delay path: cells and delay by family (launching register included)
kind / cells / cell delay, ns
flops: 1 / 0.40
compound gates: 2 / 0.70
buf+inv: 1 / 0.28
simple gates: 2 / 0.53
## power breakdown
group,switching [mW],internal (mW)
registers,0.00288,0.293
clock network,0.0838,0.0886
logic,0.00875,0.00676
total,0.0954,0.388
## cells in the mapped netlist (2+ instances only)
| cell type | n | area share (%) |
|---|---|---|
| inv_1 | 2 | 0.75 |
| o31ai_1 | 3 | 2.3 |
| xnor2_1 | 2 | 1.8 |
| and3_1 | 2 | 1.3 |
| nor2_1 | 13 | 4.9 |
| xor2_1 | 10 | 8.8 |
| and4_1 | 2 | 1.8 |
| and2_1 | 2 | 1.3 |
| o21ai_0 | 4 | 2.0 |
| nand4_1 | 5 | 3.1 |
| or3_1 | 4 | 2.5 |
| nand2_1 | 5 | 1.9 |
| or4_1 | 4 | 3.0 |
| a21oi_1 | 7 | 3.5 |
| dfxtp_1 | 22 | 44 |
| nand3_1 | 5 | 2.5 |
## worst max path at each step
stage / from / end / slack [ns] / cells after the start
4_1_cts: u_db.count[2] / u_db.count[18] / 1.18 / 5
5_1_grt: u_db.count[2] / u_db.count[12] / 0.99 / 5
6_report: u_db.count[2] / u_db.count[13] / 1.17 / 5
## area by class of cell
cell class / count / area, um^2
fillers: 914 / 6957
clock buffers: 4 / 45.04
flip-flops and latches: 23 / 470.5
well taps: 105 / 131.4
inverters: 2 / 7.507
multi-input cells: 76 / 495.5
repair buffers: 3 / 27.53
## metal layers
layer,vias up,GRT usage [%],share of wire (%)
met3,2,0.5473,2.0
met1,348,3.992,54
met5,-,0,0
met2,4,3.970,43
met4,0,0.5208,0.82
li1,382,-,-
## through the flow
| stage | setup slack [ns] | instances | util, % |
|---|---|---|---|
| after CTS | 1.178 | 213 | 14.47 |
| after global placement | 1.232 | 209 | 13.92 |
| after global routing | 0.9935 | 213 | 14.47 |
| after floorplan | 1.426 | 104 | - |
| final | 1.167 | 213 | 14.47 |
| after detailed placement | 1.210 | 209 | 13.92 |
Power is estimated from default activity; no workload was simulated.
