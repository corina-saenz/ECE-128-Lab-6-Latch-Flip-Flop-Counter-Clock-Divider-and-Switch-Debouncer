`flow/run.sh`:
```
#!/bin/bash
# OpenROAD 26Q1-2900-gdf79404cd8, Yosys 0.63+post, stock flow scripts
make -C /OpenROAD-flow-scripts/flow DESIGN_CONFIG=/design/flow/config.mk WORK_HOME=/design/flow/orfs finish
```
`flow/config.mk`:
```
export PLATFORM = sky130hd
export DESIGN_NAME = counter3_tff
export DESIGN_NICKNAME = counter3_tff
export VERILOG_FILES = /design/flow/design.v
export SDC_FILE = /design/flow/constraint.sdc
export NUM_CORES = 4
export LEC_CHECK = 1
export CORE_AREA = 10 10 70 70
export DIE_AREA = 0 0 80 80
```
`flow/constraint.sdc`:
```
current_design counter3_tff

set clk_period 1.2
set clk_io_pct 0.2

create_clock -name clk0 -period $clk_period [get_ports {clk}]

set non_clock_inputs [all_inputs -no_clocks]
set_input_delay [expr $clk_period * $clk_io_pct] -clock clk0 $non_clock_inputs
set_output_delay [expr $clk_period * $clk_io_pct] -clock clk0 [all_outputs]
```
`flow/design.v`:
```
`timescale 1ns / 1ps
module counter3_tff (
    input  wire clk,
    input  wire rst,   
    input  wire en,    
    output wire [2:0] Q  
);
    wire q0, q1, q2;
    wire t0 = 1'b1;          
    wire t1 = q0;            
    wire t2 = q1 & q0;       
    tff u0 (.clk(clk), .rst(rst), .en(en), .T(t0), .Q(q0));
    tff u1 (.clk(clk), .rst(rst), .en(en), .T(t1), .Q(q1));
    tff u2 (.clk(clk), .rst(rst), .en(en), .T(t2), .Q(q2));
    assign Q = {q2, q1, q0};
endmodule
`timescale 1ns / 1ps
module tff (
    input  wire clk,
    input  wire rst,   
    input  wire en,    
    input  wire T,
    output reg  Q
);
    always @(posedge clk) begin
        if (rst)      Q <= 1'b0;
        else if (en)  Q <= (T ? ~Q : Q);
        else          Q <= Q;
    end
endmodule
```
==> results.cfg <==
; synthesis and place-and-route metrics
[timing]
max_freq_mhz = 934
finalClockSkew_ns = 0.00125
fin_crit_ns = 1.07
setup_viol = 0
slew_headroom_pct = 87.9
worst_pin_slew_ns = 0.181
finalHoldViolations = 0
maxSlewViolCount = 0
rsz0062_at_grt = no
fin_crit_sh_pct = 89.2

[yosys]
syn_area_sq_um = 154
yosysWarnings = 1
yosys-stat-area_sq_um = 154
yosys-stat-cells = 15
ys_seq_share_pct = 39.0
syn_avg_cell_area_sq_um = 10.3
synth-seq-cells = 3
ys_types = 10
synthCells = 15

[die]
fp.dieW_um = 80
dieArea_sq_um = 6400
io-pin-count = 6
rows = 21
fp-utilization_pct = 4.51
core_area_sq_um = 3420
die_h_um = 80

[global_routing]
first_global_vias = 127
antenna_found_initial = 0
grt_max_degree = 5
grt-ovfl-total = 0
grt_pass1_wl_um = 614
grt.total_usage_pct = 1.41

[critical_path]
startpoint_type = input pin
critPathRequiredTime_ns = 1.32
cp_max_fo = 4
crit_arrival_ns = 1.19
crit_path_end_kind = flip-flop
critPathKind = in -> reg

[clock_network]
cts_tree = yes
root_buffer = clkbuf_4
cts_buffers = 3
clkLatencyLatePin_ns = 0.23
htreeDepth = 1
cts.sinks = 3
clk_pin_slew_ns = 0.04
cts_setup_buffers = 0
cts.path.max_buffers = 2

[power]
power_density_nw_per_um2 = 1200
peakVddDrop_mv = 0.298
p_leak_nw = 0.110

[detailed_routing]
wl_per_cell_um = 5.88
wl_um = 406
antenna_cells = 0
avgViaCountPerCell = 1.75
vias = 121
dr.first_iter.drc_count = 2
post-route-drc-count = 0
antenna_left = 0
drtPass1Iterations = 3

[final_layout]
logic_area_sq_um = 71.3
fillCellCount = 409
flop_area_sq_um = 63.8
fin_util_pct = 8.21
stdcell_count = 69
drive_above_1_share_pct = 47.8
design_area_sq_um = 280
syn_to_final_growth_pct = 82.1

[status]
status = finished clean

[placed_design]
post_dp_cell_area_sq_um = 254
dp_cells = 65
port_buffers = 5
gp_congestion = 0.650

[job]
cap_violations = 0
warning_count = 25

[hold_path]
hp-class = reg -> reg
cells by family (layout without fill, tap and decap cells):
group	after synthesis	count (layout)	synth area share (%)
flip-flops	3	3	39.0
multiplexers	1	1	9.75
buffers and inverters	3	11	14.6
AND/OR/NAND/NOR	5	5	21.1
XOR/XNOR	1	1	5.69
AND-OR/OR-AND	2	2	9.75
placed cells by master (no fill, tap or decap):
cell and instances:
xnor2_1 1, mux2_4 1, nor2_1 2, clkdlybuf4s50_1 2, dlygate4sd2_1 3, nand3_2 1
dfxtp_2 3, a21bo_2 1, and2b_1 1, a21oi_1 1, clkbuf_4 3, buf_4 2
nand3b_1 1, clkbuf_1 1
Yosys cell counts:
library cell	count	area (sq um)
mux2_4	1	15.0
nand3_2	1	10.0
dfxtp_1	3	60.1
and2b_1	1	7.51
xnor2_1	1	8.76
a21bo_2	1	10.0
nor2_1	2	7.51
a21oi_1	1	5.00
buf_4	3	22.5
nand3b_1	1	7.51
worst paths after layout:
check / depth (start not counted) / slack, ns / start / endpoint
worst max-delay path: 3 / 0.13 / en / u2.Q
worst min-delay path: 2 / 0.54 / u1.Q / u1.Q
worst max register to register: 3 / 0.28 / u0.Q / u2.Q
worst min register to register: 2 / 0.54 / u1.Q / u1.Q
power breakdown:
part           leakage (nW)  internal (mW)  switching (mW)  total (mW)
Combinational        0.0697         0.0281          0.0149      0.0430
Clock                0.0150          0.125          0.0562       0.181
Sequential           0.0258          0.108         0.00390       0.112
Total                 0.110          0.261          0.0750       0.336
worst max-delay path: stages:
cell and delay, ns:
clkdlybuf4s50_1 0.56, nand3_2 0.10, mux2_4 0.29
cell type report:
cell class                      instances  area share, %
Tap cell                               46           20.5
Multi-Input combinational cell          9           25.4
Clock buffer                            4           9.37
Sequential cell                         3           22.8
Timing Repair Buffer                    7           21.9
timing repair:
action	in CTS	in global routing
hold buffers	0	0
setup endpoints to repair	3	0
resized	6	0
through the flow:
step	power (mW)	setup slack, ns	hold slack (ns)	setup TNS, ns
floorplan	0.136	0.317	0.309	0
global placement	0.159	-0.101	0.551	-0.101
detailed placement	0.161	-0.114	0.554	-0.114
CTS	0.348	0.136	0.545	0
global route	0.367	0.106	0.563	0
finish	0.336	0.130	0.540	0
metal layers:
| layer | share of wire, % | wire (um) | track usage [%] |
|---|---|---|---|
| met1 | 36 | 146 | 1.13 |
| met2 | 51 | 207 | 2.09 |
| met3 | 13 | 52 | 1.82 |
| met4 | 0 | 0 | 0.352 |
| met5 | 0 | 0 | 0 |
sequential cells by signal, indices dropped and copies added (netlist names):
signal and flops:
u0.Q 1, u1.Q 1, u2.Q 1
Power figures rest on the tool's default switching activity, not on a simulated workload.
